## /design/flow/design.v

```verilog
module	LCDController(
			Clock,
			Reset,
			State,
			Enable,
			RS,
			RW,
			Data
	);
	reg		REPEAT_STATE = 1;
	reg		PREVIOUS_STATE	=	3'b000;
	input					Clock;	 
	input					Reset;	 
	output	[2:0]		State;
	output			 Enable;
	output				reg RS;
	output				reg RW;
	output	[7:0]		Data;
	parameter [2:0] 	FUNCTION_SET = 3'b000,
						DISPLAY_ONOFF = 3'b001,
						DISPLAY_CLEAR = 3'b010,
						ENTRY_MODE_SET = 3'b011,
						WAIT_30MS = 3'b100,
						WAIT_39US = 3'b101,
						WAIT_153MS = 3'b110;
	reg[2:0]	estado, next;
	reg[7:0] dados;
	always @(posedge Clock or posedge Reset) begin
		if(Reset) 	estado <= DISPLAY_ONOFF;
		else		estado <= next;
	end
	always @(estado) begin
		case(estado)
			WAIT_30MS: begin
						RS = 1'b0;
						RW = 1'b0;
						dados = 8'b00000000;
						REPEAT_STATE = 0;
						if(REPEAT_STATE == X)	begin
							next = PREVIOUS_STATE;
						end
						else	begin
							REPEAT_STATE = REPEAT_STATE + 1;
							next = WAIT_30MS;
						end
			end
			WAIT_39US: begin
						RS = 1'b0;
						RW = 1'b0;
						dados = 8'b00000000;
						REPEAT_STATE = 0;
						if(REPEAT_STATE == X)	begin
							if(PREVIOUS_STATE == FUNCTION_SET)	next = DISPLAY_ONOFF;
							else								next = DISPLAY_CLEAR;
						end
						else	begin
							REPEAT_STATE = REPEAT_STATE + 1;
							next = WAIT_30MS;
						end
			end
			WAIT_153MS: begin
						RS = 1'b0;
						RW = 1'b0;
						dados = 8'b00000000;
						REPEAT_STATE = 0;
						if(REPEAT_STATE == X)	next = ENTRY_MODE_SET;
						else	begin
							REPEAT_STATE = REPEAT_STATE + 1;
							next = WAIT_30MS;
						end
			end
			FUNCTION_SET:	begin
						RS = 1'b0;
						RW = 1'b0;
						dados = 8'b001111xx;
						REPEAT_STATE = 0;
						PREVIOUS_STATE = estado;
						next = WAIT_39US;
					end
			DISPLAY_ONOFF:	begin
						RS = 1'b0;
						RW = 1'b0;
						dados = 8'b00001111;
						REPEAT_STATE = 0;
						PREVIOUS_STATE = estado;
						next = WAIT_39US;
					end
			DISPLAY_CLEAR:	begin
						RS = 1'b0;
						RW = 1'b0;
						dados = 8'b00000001;
						REPEAT_STATE = 0;
						PREVIOUS_STATE = estado;
						next = WAIT_153MS;
					end
			ENTRY_MODE_SET:	begin
						RS = 1'b0;
						RW = 1'b0;
						dados = 8'b00000111;
						REPEAT_STATE = 0;
						PREVIOUS_STATE = estado;
						next = WAIT_30MS;
					end
		endcase
	end
	assign State = estado;
	assign Enable = Clock;
	assign Data = dados;
endmodule
```

## /design/flow/run.sh

```bash
#!/bin/bash
# OpenROAD 26Q1-2900-gdf79404cd8, Yosys 0.63+post, stock flow scripts
make -C /OpenROAD-flow-scripts/flow DESIGN_CONFIG=/design/flow/config.mk WORK_HOME=/design/flow/orfs finish
```

## /design/flow/config.mk

```make
export PLATFORM = sky130hd
export DESIGN_NAME = LCDController
export DESIGN_NICKNAME = LCDController
export VERILOG_FILES = /design/flow/design.v
export SDC_FILE = /design/flow/constraint.sdc
export NUM_CORES = 4
export LEC_CHECK = 1
export CORE_AREA = 10 10 70 70
export DIE_AREA = 0 0 80 80
```

## /design/flow/constraint.sdc

```tcl
current_design LCDController

set clk_period 1.1
set clk_io_pct 0.2

create_clock -name clk0 -period $clk_period [get_ports {Clock}]

set non_clock_inputs [all_inputs -no_clocks]
set_input_delay [expr $clk_period * $clk_io_pct] -clock clk0 $non_clock_inputs
set_output_delay [expr $clk_period * $clk_io_pct] -clock clk0 [all_outputs]
```

==> summary.txt <==
The flow run is done. Achievable clock frequency landed at 0.865 GHz. Total number of vias landed at 268. The gate-level netlist out of Yosys references 19 unique cell types. Number of unconstrained endpoints landed at 18. Vertical die size landed at 80 um. Count of unclocked register or latch pins landed at 9. The flow ran to the end, but the final reports show violations. Post-synthesis average cell area landed at 10.3 um2. In this run the layout overhead on the synthesized area is reported as 49.1%. Final count of negative-setup-slack endpoints landed at 1. Switching power of the nets landed at 0.0732 mW. Hold is met by 0.0561 ns. Antenna diode instance count landed at 0. The first detailed-routing pass took 4 iterations. Post-synthesis cell area landed at 362 um2. The cell sequence reported for the critical path is buf_2.

STA lists the maximum fanout along the critical path as 2. The worst hold path belongs to the class primary input to asynchronous set/reset pin. HPWL after detailed placement landed at 551 um.

The final layout reports a setup TNS of -0.0566 ns. Power share of the combinational group landed at 1.5%. Setup repair after global routing could not meet its margin everywhere. The global route stage reports its total congestion overflow as 0. The worst setup path is captured at an output port. Power density over cell area landed at 790 mW/mm2. Endpoints failing hold in the final report were tallied at 0.

The share of total power dissipated in the clock network is 72.4%. In this run, the number of DRC markers left after iteration 0 of detailed routing was 26. Share of total power in sequential cells landed at 26.1%. Number of synthesis warnings landed at 3. Switching share of power landed at 17.2%. The final reports fail on setup timing. Total design power landed at 0.426 mW. Wire length of the first global-routing pass landed at 1.12 mm. Final RePlAce weighted congestion landed at 0.719.

Number of storage elements in the synthesis netlist landed at 12. The script reports the combined buffer and inverter count of the critical path as 1. All-layer global routing usage landed at 2.07%.

The synth_stat.txt file lists the number of cells as 35. The critical path in this run is classified as flip-flop to output port. The die is 80 um wide. Prior to clock tree synthesis, the placed netlist has a worst setup slack of -0.0838 ns. The power report puts the leakage power at 0.254 nW.

For this run, the number of standard cells in the final layout without fillers is 98. In the final routed layout, each cell accounts on average for 7.13 um. The timing report gives the biggest stage delay along the critical path as 0.52 ns.

The number of warnings reported in the stage logs is 28. Detail-routed via count per cell landed at 2.73. Per the OpenROAD floorplan log, the area of the core is 0.00342 mm2. Per STA, the worst path accumulates the most delay in the family flip-flops. Number of maximum-capacitance violations landed at 0. Total of buffers placed on input and output ports landed at 11. For this configuration, the core starts out at a cell density of 10.6%. Entering global routing, the biggest net connects 11 pins.

On the critical path, the stage with the largest delay is an instance of sky130_fd_sc_hd__dfstp_2. In the final report, the number of pins over their slew limit comes to 0. Aggregate routed wire length landed at 699 um. The worst path uses 105% of the clock period. The most common logic cell in the final layout is sky130_fd_sc_hd__dlxtn_1.

Worst endpoint required time landed at 0.88 ns. Post-synthesis, Yosys gives the total cell area as 362 um2. Overall chip area landed at 0.00640 mm2.

Internal power of the cells landed at 0.353 mW. After detailed routing, the number of remaining DRC violations is 0. Of the cells placed in the final design, the portion with a size suffix greater than 1 is 34.6%. The number of global-route vias before repair came to 278.

After filler insertion, the fill cell instance count of the layout stands at 397. The worst setup path is launched from a flip-flop. Instance count of the mapped netlist landed at 35. Worst path setup slack after routing landed at -0.0566 ns. Post-route antenna net violation count landed at 0. STA puts the critical path data arrival time at 0.94 ns. Area of all placed cells without fillers landed at 539 um2.

Per the detailed placement report, the placed cell area equals 503 um2. The timing report gives the clock slew at the launch and capture registers of the worst setup and hold paths as 0.03 ns. The worst path in the final design needs a cycle of 1.16 ns, including I/O delays and setup.

Per the placement report, the placed cell count is 90. Leaving out fill and tap cells, the most frequent cells in the layout are 9 x sky130_fd_sc_hd__dlxtn_1, 7 x sky130_fd_sc_hd__clkdlybuf4s50_1, 5 x sky130_fd_sc_hd__clkbuf_4, 5 x sky130_fd_sc_hd__buf_4. I/O pin count landed at 16. Initial antenna violation count landed at 0. According to the floorplan log, the row count is 21. TritonCTS built the clock tree.

The post-route utilization of the core is recorded as 15.8%. Per the power-grid run, VDD falls by no more than 185 uV.
==> final timing paths <==
check / cells past startpoint / slack [ns] / to / from
worst max-delay path: 1 / -0.06 / State[0] / estado[0]
worst min-delay path: 2 / 0.06 / estado[2] / Reset
max in group asynchronous: 2 / 0.84 / estado[0] / Reset
min in group clk0: 2 / 0.39 / Enable / Clock
==> cells in the mapped netlist <==
library cell | instances | area share (%)
sky130_fd_sc_hd__buf_4 | 6 | 12
sky130_fd_sc_hd__inv_4 | 1 | 1.7
sky130_fd_sc_hd__dfrtp_1 | 2 | 14
sky130_fd_sc_hd__o21ai_1 | 1 | 1.4
sky130_fd_sc_hd__nor2b_1 | 1 | 1.7
sky130_fd_sc_hd__buf_6 | 1 | 3.1
sky130_fd_sc_hd__nor3_1 | 1 | 1.4
sky130_fd_sc_hd__dlxtn_1 | 9 | 37
sky130_fd_sc_hd__and2_1 | 1 | 1.7
sky130_fd_sc_hd__dfstp_2 | 1 | 7.3
sky130_fd_sc_hd__inv_1 | 1 | 1.0
sky130_fd_sc_hd__nand2b_1 | 1 | 1.7
sky130_fd_sc_hd__and3_2 | 1 | 2.1
sky130_fd_sc_hd__conb_1 | 1 | 1.0
sky130_fd_sc_hd__o311a_1 | 1 | 2.8
sky130_fd_sc_hd__a21bo_2 | 1 | 2.8
sky130_fd_sc_hd__clkbuf_1 | 1 | 1.0
sky130_fd_sc_hd__nand4b_1 | 1 | 2.4
sky130_fd_sc_hd__nor2_1 | 3 | 3.1
==> cells by family after synthesis <==
group,after synthesis,synth area share (%)
compound gates,3,6.92
flops,3,21.1
latches,9,37.4
simple gates,9,14.2
buf+inv,10,19.4
other cells,1,1.04
==> routing by layer <==
metal | vias to the layer above | wire length [um] | part of all wire [%] | track usage (%)
li1 | 135 | - | - | -
met1 | 123 | 287 | 41 | 2.22
met2 | 10 | 323 | 46 | 2.81
met3 | 0 | 88 | 13 | 1.36
met4 | 0 | 0 | 0 | 1.58
met5 | - | 0 | 0 | 0
==> final cells by class <==
type | instances | area (um2) | area share (%)
Tap cell | 46 | 57.6 | 10.7
Clock buffer | 7 | 46.3 | 8.58
Sequential cell | 12 | 211 | 39.2
Multi-Input combinational cell | 16 | 91.3 | 16.9
Timing Repair Buffer | 15 | 123 | 22.7
Inverter | 2 | 10.0 | 1.86
==> registers in the layout (all words and copies together) (netlist names) <==
name	count
next	3
dados	5
estado	3
PREVIOUS_STATE	1
==> timing repair <==
action                     4_1_cts  5_1_grt
hold buffers                     0        0
setup endpoints to repair        4        2
resized                         12        0
buffers inserted                 1        1
==> power groups by stage <==
stage | sequential [mW] | combinational [mW] | clock, mW
final | 0.111 | 0.00626 | 0.309
after global routing | 0.111 | 0.00779 | 0.350
after CTS | 0.111 | 0.00705 | 0.377
Power and IR drop assume default switching activity.
